`flow/run.sh`:
```
#!/bin/bash
# OpenROAD 26Q1-2900-gdf79404cd8, Yosys 0.63+post, stock flow scripts
make -C /OpenROAD-flow-scripts/flow DESIGN_CONFIG=/design/flow/config.mk WORK_HOME=/design/flow/orfs finish
```
`flow/config.mk`:
```
export PLATFORM = sky130hd
export DESIGN_NAME = cdc_single_bit_synchronizer
export DESIGN_NICKNAME = cdc_single_bit_synchronizer
export VERILOG_FILES = /design/flow/design.v
export SDC_FILE = /design/flow/constraint.sdc
export NUM_CORES = 4
export LEC_CHECK = 1
export CORE_AREA = 10 10 70 70
export DIE_AREA = 0 0 80 80
```
`flow/constraint.sdc`:
```
current_design cdc_single_bit_synchronizer

set clk_period 1.0
set clk_io_pct 0.2

create_clock -name clk0 -period $clk_period [get_ports {clk_i}]

set non_clock_inputs [all_inputs -no_clocks]
set_input_delay [expr $clk_period * $clk_io_pct] -clock clk0 $non_clock_inputs
set_output_delay [expr $clk_period * $clk_io_pct] -clock clk0 [all_outputs]
```
`flow/design.v`:
```
module cdc_single_bit_synchronizer #( parameter     NB_PARALLEL_SINGLE_BIT_CDCS   = 10 ,
                                                    NB_REGISTERS                  =  2 )
        (
            input   wire                                                    clk_i                     ,
            input   wire    [ NB_PARALLEL_SINGLE_BIT_CDCS-1 : 0 ]           bit_i                     ,
            output  wire    [ NB_PARALLEL_SINGLE_BIT_CDCS-1 : 0 ]           bit_o
        );
reg    [ NB_REGISTERS-1: 0 ]  ff_sync [ NB_PARALLEL_SINGLE_BIT_CDCS-1 : 0 ];
genvar i;
generate
    for ( i=0; i<NB_PARALLEL_SINGLE_BIT_CDCS; i=i+1 ) begin
        assign bit_o [i]        =   ff_sync [i] [NB_REGISTERS-1] ;
    end
endgenerate
generate
    for ( i=0; i<NB_PARALLEL_SINGLE_BIT_CDCS; i=i+1 ) begin
        always @( posedge clk_i )
                  ff_sync[i]  <= { ff_sync [i][0] , bit_i[i] } ;
    end
endgenerate
endmodule
```
==> results.json <==
{
  "topCellsByArea": "dfxtp_1 84%, buf_4 16%",
  "ys_async_sr_fraction_pct": 0,
  "worst-path-max-fanout": 1,
  "total_power_w": 0.00135,
  "htreeDepth": 1,
  "clk_path_buf_depth": 2,
  "whs_ps": 333,
  "largest_reg_flops": 20,
  "track_usage_pct": 2.44,
  "cts_sinks": 20,
  "path_class": "reg2out",
  "coreArea_sq_um": 3420,
  "warnings": 25,
  "reg2reg_depth": 0,
  "path_cells": "buf_2",
  "stdcell_count": 90,
  "slew_headroom_pct": 93.0,
  "rrSetupSlack_ps": 600,
  "grt_max_degree": 12,
  "rsz0062_at_grt": "no",
  "ys_types": 2,
  "logic_gate_count": 0,
  "most_common_cell": "dfxtp_1",
  "ys.flop_type": "dfxtp_1",
  "largest-register": "ff_sync",
  "fmax_ghz": 1.10,
  "dpl.cell_count": 86,
  "intPower_w": 0.00111,
  "yosysChipArea_sq_um": 475,
  "p_leak_nw": 0.269,
  "cp_num_cells": 1,
  "root_buffer": "clkbuf_4",
  "top_area_cell": "dfxtp_1",
  "clkTransAtPathRegs_ps": 100,
  "tritoncts": "yes",
  "setup_slack_ps": 94.1,
  "finalClockPeriodUsage_pct": 90.6,
  "maxCapViolCount": 0,
  "cp.required_ps": 800,
  "path_buffers": 1,
  "holdPathStages": 0,
  "power.density_nw_per_um2": 2080,
  "hold_path_class": "reg2reg",
  "chipArea_sq_um": 6400,
  "seqPwrFrac_pct": 63.0,
  "synth_flop_count": 20,
  "dp_slack_ps": 27.1,
  "period_minus_slack_ps": 906,
  "hold_buffers": 0,
  "ys_top_cells_by_count": "20 x dfxtp_1, 10 x buf_4",
  "ys_seq_share_pct": 84.2,
  "drive_gt1_share_pct": 38.6,
  "postSynthAreaPerCell_sq_um": 15.8,
  "cp_top_family": "flip-flops",
  "wl_um": 762,
  "viasPerCell": 2.22,
  "fin_skew_ps": 3.06,
  "drc": 0,
  "yosys_cells": 30,
  "place_congestion": 0.603,
  "first_global_vias": 233,
  "hold_viol_final": 0,
  "initial_core_util_pct": 13.9,
  "combPwrFrac_pct": 4.0,
  "clock_power_share_pct": 33.0,
  "yosysWarnings": 2,
  "edf_count": 0,
  "area_growth_pct": 36.3,
  "grt_pass1_wl_mm": 1.22,
  "synthCells": 30,
  "die_h_um": 80,
  "clk_latency_ps": 290,
  "p_sw_share_pct": 17.7,
  "syn-cell-area_sq_um": 475,
  "critPathMaxStageDelay_ps": 310,
  "ioPinCount": 21,
  "slowest_stage": "dfxtp_1",
  "setup_tns_ps": 0,
  "top_cell_area_share_pct": 84.2,
  "postCtsSetupBuffers": 0,
  "rows": 21,
  "status": "complete, no violations",
  "comb_area_sq_um": 0,
  "io_buffer_count": 20,
  "vias": 200,
  "antenna_found_initial": 0,
  "p_switching_w": 0.000238,
  "arrival_ps": 710,
  "num_antenna_cells": 0,
  "top_regs": "ff_sync (20)",
  "startpoint_type": "flip-flop",
  "crit_path_end_kind": "output pin",
  "die_w_um": 80,
  "worst_pin_slew_ps": 105,
  "ant_nets": 0,
  "wl_per_cell_um": 8.47,
  "peakVddDrop_mv": 0.454,
  "finalSetupViolCount": 0,
  "slew_violations": 0,
  "grt-ovfl-total": 0,
  "cts_buffers": 3,
  "first_pass_iters": 2,
  "drt_iter0_markers": 3
}
power by group through the flow:
| stage | Sequential, W | Clock, W | Combinational, W |
|---|---|---|---|
| 4_1_cts | 0.000848 | 0.000477 | 0.0000605 |
| 5_1_grt | 0.000854 | 0.000506 | 0.0000596 |
| 6_report | 0.000848 | 0.000445 | 0.0000536 |
logic make-up after synthesis:
logic type / Yosys count / share of synthesized area [%]
buffers and inverters: 10 / 15.8
flip-flops: 20 / 84.2
metal layers:
metal	GRT usage, %	share of wire [%]
met3	1.59	11
met2	4.01	50
met4	0.704	0.79
met5	0	0
met1	2.49	38
through the flow:
stage	utilization [%]	cell area [sq um]
floorplan	-	475
global placement	19.3	658
detailed placement	19.3	658
CTS	19.5	664
global route	19.0	648
finish	19.0	648
worst paths after layout:
check	endpoint	from
worst max-delay path	bit_o[4]	ff_sync[4][1]$_DFF_P_
worst min-delay path	ff_sync[6][1]$_DFF_P_	ff_sync[6][0]$_DFF_P_
worst max register to register	ff_sync[1][1]$_DFF_P_	ff_sync[1][0]$_DFF_P_
worst min register to register	ff_sync[6][1]$_DFF_P_	ff_sync[6][0]$_DFF_P_
layout by cell type, fill, tap and decap left out, drive strengths merged:
master,n
clkbuf,8
clkdlybuf4s50,10
buf,6
dfxtp,20
layout make-up:
cell class | instances | area (sq um)
clock buffers | 4 | 36.3
fillers | 390 | 2770
flip-flops and latches | 20 | 404
well taps | 46 | 57.6
repair buffers | 20 | 150
repair_timing:
item	CTS	global route
endpoints found under the setup margin	10	4
pin swaps	0	0
gates resized	27	7
gates cloned	0	0
No activity file was given, so power comes from the tool's default toggle rates.
